--- flow/run.sh ---
#!/bin/bash
# OpenROAD 26Q1-2900-gdf79404cd8, Yosys 0.63+post, stock flow scripts
make -C /OpenROAD-flow-scripts/flow DESIGN_CONFIG=/design/flow/config.mk WORK_HOME=/design/flow/orfs finish
--- flow/config.mk ---
export PLATFORM = sky130hd
export DESIGN_NAME = sobel_control_unit
export DESIGN_NICKNAME = sobel_control_unit
export VERILOG_FILES = /design/flow/design.v
export SDC_FILE = /design/flow/constraint.sdc
export NUM_CORES = 4
export LEC_CHECK = 1
export CORE_UTILIZATION = 30
--- flow/constraint.sdc ---
current_design sobel_control_unit

set clk_period 2.4
set clk_io_pct 0.2

create_clock -name clk0 -period $clk_period [get_ports {clk}]

set non_clock_inputs [all_inputs -no_clocks]
set_input_delay [expr $clk_period * $clk_io_pct] -clock clk0 $non_clock_inputs
set_output_delay [expr $clk_period * $clk_io_pct] -clock clk0 [all_outputs]
--- flow/design.v ---
`timescale 1ns / 1ps
module sobel_control_unit(
input clk,
input rst,
input sobel_ctrl_start,  
input op_done,  
input [7:0] new_pixel,  
output reg image_generation_complete,  
output reg dp_start_signal,  
output reg [7:0] pixel_x_coord,  
output reg [7:0] pixel_y_coord,  
output reg [13:0] write_address,  
output reg [7:0] write_data,  
output reg write_enable  
);
reg [13:0] internal_bram_address;  
always @ (posedge clk or posedge rst) begin
	if (rst) begin
		write_address <= 14'b0;
		write_data <= 8'd255;
		write_enable <= 0;
	end
	else if (op_done) begin  
		write_enable <= 1;
		write_address <= internal_bram_address;
		if (new_pixel >= 8'd150) begin
			write_data <= 8'b0;
		end
		else begin
			write_data <= 8'd255;
		end
	end  
	else begin
		write_enable <= 0;
		write_address <= write_address;
		write_data <= write_data;
	end
end
parameter SOBEL_CTRL_IDLE = 2'b0;
parameter SOBEL_CTRL_WORKING = 2'b01;
parameter SOBEL_CTRL_COMPLETELY_DONE = 2'b10;
parameter SOBEL_CTRL_DONE_SLEEP = 2'b11;	 
reg [1:0] SOBEL_CTRL_STATE;
wire [7:0] x_coord_plus; assign x_coord_plus = pixel_x_coord + 1;
wire [7:0] y_coord_plus; assign y_coord_plus = pixel_y_coord + 1;
always @ (posedge clk or posedge rst) begin
	if (rst) begin
		SOBEL_CTRL_STATE <= 2'b0;
		pixel_x_coord <= 7'b0;
		pixel_y_coord <= 7'b0;
		image_generation_complete <= 1'b0;
		internal_bram_address <= 14'b0;
		dp_start_signal <= 1'b0;
	end
	else begin
		case (SOBEL_CTRL_STATE) 
			SOBEL_CTRL_IDLE : begin
				if (sobel_ctrl_start) begin
					SOBEL_CTRL_STATE <= SOBEL_CTRL_WORKING;
					image_generation_complete <= 1'b0;
				end
				else SOBEL_CTRL_STATE <= SOBEL_CTRL_STATE;
			end
			SOBEL_CTRL_WORKING : begin
				if (op_done) begin
					if (pixel_x_coord == 8'd128 && pixel_y_coord == 8'd128) begin
						pixel_x_coord <= 8'b0;
						pixel_y_coord <= 8'b0;
						internal_bram_address <= 14'b0;
						dp_start_signal <= 1'b0;  
						SOBEL_CTRL_STATE <= SOBEL_CTRL_COMPLETELY_DONE;
					end
					else if (pixel_x_coord == 8'd128) begin
						pixel_x_coord <= 8'b0;
						pixel_y_coord <= pixel_y_coord + 1;
						internal_bram_address <= { y_coord_plus[6:0] ,7'b0};
						dp_start_signal <= 1'b1;  
						SOBEL_CTRL_STATE <= SOBEL_CTRL_STATE;
					end
					else begin
						pixel_x_coord <= pixel_x_coord + 1;
						pixel_y_coord <= pixel_y_coord;
						internal_bram_address <= { pixel_y_coord[6:0] , x_coord_plus[6:0] };
						dp_start_signal <= 1'b1;  
						SOBEL_CTRL_STATE <= SOBEL_CTRL_STATE;
					end
				end  
				else begin
					pixel_x_coord <= pixel_x_coord;
					pixel_y_coord <= pixel_y_coord;
					dp_start_signal <= 1'b1;
					SOBEL_CTRL_STATE <= SOBEL_CTRL_STATE;
				end
			end
			SOBEL_CTRL_COMPLETELY_DONE : begin
				SOBEL_CTRL_STATE <= SOBEL_CTRL_DONE_SLEEP;  
			end
			default begin  
				image_generation_complete <= 1'b1;  
				SOBEL_CTRL_STATE <= SOBEL_CTRL_STATE;			
			end
		endcase
	end  
end 
endmodule
module sobel_dp(
input rst,
input clk,
input [7:0] input_px_xcoord,  
input [7:0] input_px_ycoord,  
input dp_start_signal,   
output reg [7:0] new_px_value,  
output reg op_done  
);
wire [7:0]  data_out;		 
reg [13:0]  lena_address;
lena_input lena_in(
	.addra(lena_address),
	.clka(clk),
	.douta(data_out));
reg [3:0] SOBEL_STATE; 			parameter SOBEL_IDLE = 0; 
parameter SOBEL_INIT = 1; parameter SOBEL_11 = 2; parameter SOBEL_12 = 3; parameter SOBEL_13 = 4;
parameter SOBEL_21 = 5; parameter SOBEL_22 = 6; parameter SOBEL_23 = 7; parameter SOBEL_31 = 8;
parameter SOBEL_32 = 9; parameter SOBEL_33 = 10; parameter SOBEL_END_DELAY = 11; parameter SOBEL_END = 12;
reg signed [10:0] sobel_x_val; reg signed [10:0] sobel_y_val; 
wire signed [10:0] sobel_x_val_complement; wire signed [10:0] sobel_y_val_complement;
assign sobel_x_val_complement = ~(sobel_x_val) + 1; assign sobel_y_val_complement = ~(sobel_y_val) + 1;
reg signed [8:0] sobel_row_cursor;  reg signed [8:0] sobel_col_cursor;
reg signed [8:0] sobel_row_index; reg signed [8:0] sobel_col_index;
wire signed[8:0] row_addr_extended; wire signed[8:0] col_addr_extended;
assign row_addr_extended = {2'sb0, input_px_ycoord[6:0]};  assign col_addr_extended = {2'sb0, input_px_xcoord[6:0]};
wire [8:0] data_out_times_two; wire signed[8:0] data_out_complement;
wire signed[9:0] complement_times_two; wire signed [8:0] row_addr_minus;
wire signed [8:0] col_addr_minus; wire signed [8:0] row_addr_plus;
wire signed [8:0] col_addr_plus;
assign row_addr_minus = row_addr_extended - 9'sb0_0000_0001; assign col_addr_minus = col_addr_extended - 9'sb0_0000_0001;
assign row_addr_plus = row_addr_extended + 9'sb0_0000_0001; assign col_addr_plus = col_addr_extended + 9'sb0_0000_0001;
assign data_out_times_two = (data_out << 1);  assign data_out_complement = ~(data_out) + 1;
assign complement_times_two = (data_out_complement << 1);
always @ (posedge clk or posedge rst) begin
if (rst) begin
	op_done <= 1'b0;
	new_px_value <= 8'd255;
	SOBEL_STATE <= 4'b0;
	lena_address <= 14'b0;
	SOBEL_STATE <= SOBEL_IDLE;
	new_px_value <= 8'b0;
	sobel_x_val <= 11'sb0;
	sobel_y_val <= 11'sb0;
	sobel_row_cursor <= 9'sb0;
	sobel_col_cursor <= 9'sb0;
	sobel_row_index <= 9'sb0;
	sobel_col_index <= 9'sb0;
end
else if (dp_start_signal) begin
	case (SOBEL_STATE)  
	SOBEL_IDLE: begin  
					sobel_row_cursor <= row_addr_minus;
					sobel_col_cursor <= col_addr_minus;
					sobel_x_val <= 11'sb0;
					sobel_y_val <= 11'sb0;
					end
	SOBEL_INIT: begin
					sobel_x_val <= sobel_x_val;
					sobel_y_val <= sobel_y_val;
					sobel_row_cursor <= (row_addr_minus);  
					sobel_col_cursor <= (col_addr_extended);  
					end
	SOBEL_11: begin
					sobel_x_val <= ( sobel_x_val + ( ( sobel_row_index == -1 || sobel_col_index == -1) ? ( 11'sb0 ) : ( data_out_complement ) )   );  
					sobel_y_val <= ( sobel_y_val + ( ( sobel_row_index == -1 || sobel_col_index == -1) ? ( 11'sb0 ) : data_out )   );
					sobel_row_cursor <= (row_addr_minus);  
					sobel_col_cursor <= (col_addr_plus);  
				end
	SOBEL_12: begin
					sobel_x_val <=  sobel_x_val;  
					sobel_y_val <= ( sobel_y_val + ( (sobel_row_index == -1) ? (11'sb0) : ( data_out_times_two ) ) );
					sobel_row_cursor <= (row_addr_extended);  
					sobel_col_cursor <= (col_addr_minus);  
				end
	SOBEL_13: begin
					sobel_x_val <= ( sobel_x_val + ( ( sobel_row_index == -1 || sobel_col_index == 128) ? ( 11'sb0 ) : ( (data_out) ) )   );  
					sobel_y_val <= (  sobel_y_val + ( ( sobel_row_index == -1 || sobel_col_index == 128) ? (11'sb0) : (data_out) )  );
				sobel_row_cursor <= (row_addr_extended);
				sobel_col_cursor <= (col_addr_extended);
				end
	SOBEL_21: begin
				sobel_x_val <= ( sobel_x_val + ( ( sobel_col_index == -1) ? ( 11'sb0 ) : ( complement_times_two ) )   );  
				sobel_y_val <=  sobel_y_val;
				sobel_row_cursor <= (row_addr_extended);
				sobel_col_cursor <= (col_addr_plus);
				end
	SOBEL_22: begin
				sobel_x_val <= sobel_x_val;  
				sobel_y_val <= sobel_y_val;
				sobel_row_cursor <= (row_addr_plus);
				sobel_col_cursor <= (col_addr_minus);
				end
	SOBEL_23: begin
				sobel_x_val <= (   sobel_x_val + ( (sobel_col_index == 128) ? (11'sb0) : ( data_out_times_two ) )   );  
				sobel_y_val <= sobel_y_val;
				sobel_row_cursor <= (row_addr_plus);
				sobel_col_cursor <= (col_addr_extended);
				end
	SOBEL_31: begin
				sobel_x_val <= (   sobel_x_val + ( ( sobel_row_index == 128 || sobel_col_index == -1 ) ? (11'sb0) : ( data_out_complement ) )   );  
				sobel_y_val <= (   sobel_y_val + ( ( sobel_row_index == 128 || sobel_col_index == -1 ) ? (11'sb0) : ( data_out_complement ) )   );
				sobel_row_cursor <= (row_addr_plus);
				sobel_col_cursor <= (col_addr_plus);
				end
	SOBEL_32: begin
				sobel_x_val <= sobel_x_val;  
				sobel_y_val <= (   sobel_y_val + ( ( sobel_row_index == 128 ) ? (11'sb0) : ( complement_times_two ) )  );
				end
	SOBEL_33: begin
				sobel_x_val <= (   sobel_x_val + ( (sobel_row_index == 128 || sobel_col_index == 128) ? (11'sb0) : (data_out) )   );
				sobel_y_val <= (   sobel_y_val + ( (sobel_row_index == 128 || sobel_col_index == 128 ) ? (11'sb0) : ( data_out_complement ) )   );
				end
	SOBEL_END_DELAY: begin
				sobel_x_val <= sobel_x_val;
				sobel_y_val <= sobel_y_val;
				new_px_value <= ( ( (sobel_x_val[10]) ? ( sobel_x_val_complement[7:0] ) : (sobel_x_val[7:0]) )  + ( (sobel_y_val[10]) ? ( sobel_x_val_complement[7:0]) : (sobel_y_val[7:0]) )  );
				end				
	SOBEL_END: begin
				end	
	default: begin 
				sobel_x_val <= sobel_x_val;  
				sobel_y_val <= sobel_y_val;
				end
	endcase
	sobel_row_index <= sobel_row_cursor;
	sobel_col_index <= sobel_col_cursor;  
	lena_address <= { sobel_row_cursor[6:0], sobel_col_cursor[6:0] };
	SOBEL_STATE <= (SOBEL_STATE != SOBEL_END) ? (SOBEL_STATE + 1) : (SOBEL_IDLE);
	op_done <= ( (SOBEL_STATE == SOBEL_END) ? (1'b1) : (1'b0) );  
end  
else begin
end
end
endmodule
==> Flow_metrics.wiki <==
== Flow metrics ==
{| class="wikitable"
! Metric !! Value
|-
| Number of cells on the worst reg-to-reg path || 6
|-
| Cell Type Count || 39
|-
| ANT cells || 0
|-
| Final Max Tran Viols || 0
|-
| Sequential-to-total area share from yosys stat || 0.524
|-
| Deepest clock path buffer count || 2
|-
| Post-synthesis area per instance || 10.9 um^2
|-
| Remaining antenna violation count after routing || 0
|-
| Critical Path End Type || primary output
|-
| Clock sink count || 44
|-
| Min cycle time layout || 1.86 ns
|-
| Count of H-tree levels built during CTS || 2
|-
| Post-Route Utilization || 0.403
|-
| Number of vias in the routed layout || 1,511
|-
| Total detailed-routing wirelength || 4.09 mm
|-
| Biggest area consumer among synthesized cells || dfrtp_1
|-
| Launching element of the worst setup path || write_data[6]$_DFFE_PP1P_
|-
| Portion of synthesized cell area occupied by the leading cell type || 0.499
|-
| Post-CTS clock slew at the launch and capture registers of the worst setup and hold paths || 0.08 ns
|-
| Pin slew with the least headroom to its limit || 0.482 ns
|-
| Max transition margin || 0.678
|-
| Half-perimeter wire length after placement || 3.00 mm
|-
| Setup violators final || 0
|-
| Switching part of the total || 0.197
|-
| Synthesized cell area || 2110 um^2
|-
| Area Growth Syn to Fin || 30.2%
|-
| Critical Path Slowest Stage Cell || dfstp_2
|-
| Clock latency of the later-clocked register in the worst-skew pair || 0.29 ns
|-
| Maximum ir drop on the vdd rail || 0.000208 V
|-
| Biggest cell delay along the critical path || 0.60 ns
|-
| Highest clock rate || 0.539 GHz
|-
| Most instantiated flip-flop cell in the synthesis netlist || dfrtp_1
|-
| Number of buffers created by CTS || 5
|-
| Final total negative setup slack || 0 ns
|-
| Final worst clock skew || 0.00427 ns
|-
| First-pass GRT wire length || 6.98 mm
|-
| Sort of element at the start of the critical path || flop
|-
| Kind of cell adding the most delay to the critical path || flip-flops
|-
| Unrepaired setup endpoints after global routing || false
|-
| Worst setup slack for register-to-register paths || 0.57 ns
|-
| Resized Gates After CTS || 0
|-
| Wirelength per Cell || 12.3 um
|-
| Initial standard-cell utilization of the core || 0.310
|-
| Ys async rst share || 1.00
|-
| Largest net degree at the start of global routing || 25
|-
| Final hold vios || 0
|-
| Final Worst Setup Slack || 0.543 ns
|-
| Vias per cell || 4.54
|-
| Status || finished clean
|-
| Yosys warning total || 1
|-
| Number of DRC markers in iteration 0 || 88
|-
| Post-CTS setup repair buffer count || 0
|-
| Cell breakdown of the critical path || clkdlybuf4s50_1
|-
| R2r endpoint || internal_bram_address[9]$_DFFE_PP0P_
|-
| Minimum setup slack after placement || 0.341 ns
|-
| Number of antenna violations at the first check in global routing || 0
|-
| Clock power frac || 0.400
|-
| EDFF count, synth || 0
|-
| Leakage power || 1.19 nW
|-
| Cells after Synth || 194
|-
| Number of logic stages on the critical path including buffering || 1
|-
| Number of standard cells reported by yosys || 194
|-
| Worst min path class || flop to flop
|-
| Final design area excluding fillers || 2740 um^2
|-
| Largest fanout on the critical path || 9
|-
| Row cnt || 30
|-
| Number of iterations in the first detailed-routing pass || 4
|-
| Most instantiated library cell after synthesis || dfrtp_1
|-
| Total internal power || 1.10 mW
|-
| Die Span X || 85.8 um
|-
| Number of maximum-capacitance violations || 0
|-
| Placed standard-cell area || 2630 um^2
|-
| Register share of total power || 0.547
|-
| Worst path bufs/invs || 1
|-
| Endpoint arrival time on the critical path || 1.38 ns
|-
| Post-cts hold-fix buffer tally || 0
|-
| Number of global-route vias before repair || 1,468
|-
| Post-synthesis chip area from yosys || 2110 um^2
|-
| Stage-log warning count || 28
|-
| IO Port Bufs || 51
|-
| Net Sw Power || 269 uW
|-
| Cell types with the largest area share after synthesis || dfrtp_1, mux2_2, buf_4
|-
| TritonCTS clock tree || done
|-
| Setup Crit Path Kind || flop to primary output
|-
| Top cells by instance count after synthesis || dfrtp_1, nand2_1, buf_4, mux2_2
|-
| Required time of the critical path || 1.92 ns
|-
| Die y size || 85.8 um
|-
| Crit Reg-Reg Startpoint || internal_bram_address[0]$_DFFE_PP0P_
|-
| Number of synthesized register bits || 44
|-
| Power Density || 499 nW/um^2
|-
| Overall die area || 7360 um^2
|-
| DR DRC count || 0
|-
| # IOs || 53
|-
| Core outline area || 6790 um^2
|-
| Proportion of layout cells with a drive suffix above 1 || 0.148
|-
| Fill count || 651
|-
| Grt ovf || 0
|-
| Root buffer selected by CTS || clkbuf_8
|-
| Share of the clock period used by the worst path || 0.774
|-
| Overall track demand over capacity in global routing || 0.123
|-
| Global placement routability congestion || 0.841
|-
| Combinational share of power || 0.053
|-
| Crit path to || write_data[3]
|}
metal layers:
metal,part of all wire,global-route usage,up-vias
li1,-,-,746
met1,0.47,0.186,713
met2,0.44,0.186,47
met3,0.073,0.0400,5
met4,0.013,0.0121,0
met5,0,0,-
power by group through the flow:
stage	clock network, mW	registers, mW	logic (mW)
finish	0.548	0.748	0.0729
global route	0.603	0.749	0.0814
CTS	0.575	0.748	0.0751
state kept, by name, summed over array words and instances (netlist names):
signal	count
dp_start_signal	1
image_generation_complete	1
write_data	1
write_address	14
pixel_x_coord	1
write_enable	1
SOBEL_CTRL_STATE	3
pixel_y_coord	8
internal_bram_address	14
metrics by stage:
step                      total power [mW]  std cells  hold WS [ns]
after floorplan                      0.798        194         0.423
after global placement               0.837        325         0.441
after detailed placement             0.838        325         0.443
after CTS                             1.40        333         0.456
after global routing                  1.43        333         0.473
final                                 1.37        333         0.453
placed cells by master (no fill, tap or decap), drive strengths merged, types with 5 or more instances in the layout:
cell	Yosys	layout
o21ai	12	12
nand3	12	12
inv	8	8
mux2	14	14
dfrtp	42	42
a21oi	7	7
xnor2	5	5
clkdlybuf4s50	0	51
nand4	6	6
clkbuf	2	6
nand2	17	17
nor2	12	12
and3	5	5
final cells by class:
cell class	instances	area, um^2	area share
Clock buffer	6	72.6	0.0265
Clock inverter	2	35.0	0.0128
Inverter	8	30.0	0.0110
Multi-Input combinational cell	122	827	0.302
Sequential cell	44	1100	0.403
Tap cell	96	120	0.0438
Timing Repair Buffer	55	553	0.202
kinds of logic after synthesis:
family,count (synthesis),synth area share
flip-flops,44,0.524
AND-OR/OR-AND,31,0.0868
AND/OR/NAND/NOR,63,0.165
XOR/XNOR,9,0.0374
buffers and inverters,28,0.0832
adder cells (fa/ha/maj),4,0.0238
multiplexers,15,0.0796
worst min-delay path by stage:
| stage | from | to | slack (ns) | cells after the start |
|---|---|---|---|---|
| CTS | SOBEL_CTRL_STATE[1]$_DFF_PP0_ | image_generation_complete$_DFFE_PP0P_ | 0.46 | 1 |
| global route | SOBEL_CTRL_STATE[1]$_DFF_PP0_ | image_generation_complete$_DFFE_PP0P_ | 0.47 | 1 |
| finish | SOBEL_CTRL_STATE[1]$_DFF_PP0_ | image_generation_complete$_DFFE_PP0P_ | 0.45 | 1 |
Power figures rest on the tool's default switching activity, not on a simulated workload.
