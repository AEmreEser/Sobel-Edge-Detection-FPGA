--- config.mk ---
export PLATFORM = sky130hd
export DESIGN_NAME = vga_controller
export DESIGN_NICKNAME = vga_controller
export VERILOG_FILES = /design/flow/design.v
export SDC_FILE = /design/flow/constraint.sdc
export NUM_CORES = 4
export LEC_CHECK = 1
export CORE_AREA = 10 10 106 106
export DIE_AREA = 0 0 116 116
--- constraint.sdc ---
current_design vga_controller

set clk_period 1.1
set clk_io_pct 0.2

create_clock -name clk0 -period $clk_period [get_ports {clk}]

set non_clock_inputs [all_inputs -no_clocks]
set_input_delay [expr $clk_period * $clk_io_pct] -clock clk0 $non_clock_inputs
set_output_delay [expr $clk_period * $clk_io_pct] -clock clk0 [all_outputs]
--- design.v ---
module vga_controller(clk, rst, HS, VS, hcount, vcount, blank);
input clk;
input rst;
output HS;
output VS;
output [10:0] hcount;
output [10:0] vcount;
output blank;
parameter HMAX = 11'b01100100000;  
parameter VMAX = 11'b01000001101;  
parameter HLINES = 11'b01010000000;  
parameter HFP = 11'b01010001000;  
parameter HSP = 11'b01011101000;  
parameter VLINES = 11'b00111100000;  
parameter VFP = 11'b00111100010;  
parameter VSP = 11'b00111100100;  
reg HS;
reg VS;
reg [10:0] hcount;
reg [10:0] vcount;
reg blank;
reg clk_25;
wire video_enable;
always @(posedge clk or posedge rst)
begin
	if (rst) clk_25 <= 1'b0;
	else clk_25 <= !clk_25;
end
always @(posedge clk_25 or posedge rst)
begin
	if (rst)
	begin
		blank <= 1'b0;	   
		hcount <= 11'd0;  
		vcount <= 11'd0;  
		HS <= 1'b0; 	   
		VS <= 1'b0; 	   
	end
	else 
	begin
		blank <= !video_enable;
		if (hcount == HMAX) hcount <= 11'd0;
		else hcount <= hcount + 1'b1;
		if ((hcount == HMAX) && (vcount == VMAX)) vcount <= 11'd0;
		else if (hcount == HMAX) vcount <= vcount + 1'b1;
		if ((hcount >= HFP) && (hcount < HSP)) HS <= 1'b0;
		else HS <= 1'b1;
		if ((vcount >= VFP) && (vcount < VSP)) VS <= 1'b0;
		else VS <= 1'b1;
	end
end
assign video_enable = ((hcount < HLINES) && (vcount < VLINES)) ? 1'b1 : 1'b0; 
endmodule
--- run.sh ---
#!/bin/bash
# OpenROAD 26Q1-2900-gdf79404cd8, Yosys 0.63+post, stock flow scripts
make -C /OpenROAD-flow-scripts/flow DESIGN_CONFIG=/design/flow/config.mk WORK_HOME=/design/flow/orfs finish
==> results.txt <==
Implementation run completed; key figures follow.

Synth:
- The chip area line in the Yosys stat output reads 0.00133 mm2.
- Sorting the synthesized cells by area gives the leading types as sky130_fd_sc_hd__dfrtp_1 (49%), sky130_fd_sc_hd__ha_1 (4.7%), sky130_fd_sc_hd__nand3_1 (4.1%).
- Post-synth the commonest register cell is sky130_fd_sc_hd__dfrtp_1.
- The run gives the count of synthesis-stage warnings from yosys as 1.
- The run gives the count of instantiated cells in the yosys netlist as 133.
- The run gives the flop and latch count out of synthesis as 26.
- The run gives the top cell type by total area after synthesis as sky130_fd_sc_hd__dfrtp_1.
- The mapped netlist covers 0.00133 mm2.
- Counting every instance in the synthesized netlist gives 133.
- Of the post-synthesis cell area, the dominant cell type holds 0.488.
- The run puts the post-synth tally of flip-flops with integrated enable at 0.
- For this run the top cell type by instance count after synthesis was sky130_fd_sc_hd__dfrtp_1.
- A synthesized cell averages 10.0 um2.
- The run gives the post-synthesis sequential area ratio as 0.488.
- The run puts the tally of unique sky130hd cells used after synthesis at 35.
- Sorting the synthesized cells by how often they occur yields sky130_fd_sc_hd__dfrtp_1 (26), sky130_fd_sc_hd__nand3_1 (11), sky130_fd_sc_hd__nand2_1 (10).
- The run gives the async set-or-reset flop fraction in the synthesized netlist as 1.00.

Die:
- The run gives the number of placement rows as 34.
- The run puts the overall die width at 116 um.
- According to the floorplan report, the placeable core area is 0.00885 mm2.
- The run gives the die extent in y as 116 um.
- For this design the top-level I/O count stands at 27.
- The initial utilization of the core area, before any placement, comes to 0.151.
- The die covers 0.0135 mm2.

Pwr:
- VDD sags by at most 223 uV.
- The run gives the power density normalized to cell area as 35.4 mW/mm2.
- The leakage component of the power was reported as 0.000676 uW.

Worst setup path:
- The run gives the number of buffers and inverters on the critical path as 2.
- The run puts the flop-to-flop setup slack at 0.62 ns.
- The run gives the number of cells on the critical path as 2.
- The run gives the worst reg2reg path depth as 1.
- The critical path endpoint has a required time of 1.31 ns.
- The report lists the cells along the critical path as clkdlybuf4s50_1, inv_1.
- The run gives the cell with the biggest individual delay on the critical path as sky130_fd_sc_hd__clkdlybuf4s50_1.
- The run puts the highest fanout seen on the critical path at 2.
- Per STA, the highest per-stage delay on the worst path measures 0.39 ns.
- The run gives the cell family with the largest share of critical-path delay as buffers and inverters.
- The worst setup path is captured at an asynchronous set/reset pin.
- The critical path is of the input port to asynchronous set/reset pin type.
- The run puts the arrival time reported for the critical path endpoint at 0.69 ns.
- The worst register-to-register path begins at clk_25.
- Per the timing report, the most critical flop-to-flop path finishes at clk_25.
- The worst setup path is launched from an input port.

Placed design:
- The run puts the placer's final routability congestion estimate at 0.838.
- Input and output buffers added on the ports amount to 26.
- The run puts the number of cells after detailed placement at 266.
- The run puts the total cell area at the placement stage at 0.00173 mm2.
- The run puts the HPWL reported at the end of detailed placement at 2440 um.

Final layout:
- Summing all non-filler instances in the final layout gives an area of 0.00173 mm2.
- Per the layout area report, the combinational gate area comes to 633 um2.
- The run gives the final non-filler cell total as 266.
- The run puts the layout filler cell count at 965.
- The run gives the register cell area after layout as 651 um2.
- From synthesis to final layout, the design area changed by 29.7%.
- The run gives the fraction of layout instances using a drive strength above 1 as 0.0253.

STA:
- The run gives the count of endpoints without a timing constraint as 50.
- The run puts the number of hold violations in the final report at 0.
- The run puts the post-route setup TNS at 0 ns.
- Endpoints with negative setup slack in the final report add up to 0.
- The run puts the maximum clock rate at 2.08 GHz.
- The run gives the number of pins exceeding their max-slew limit in the final report as 0.
- The run gives the worst clock skew as 0 ns.
- Setup repair after global routing left no endpoint under its margin.
- The transition time recorded at the tightest slew-check pin is 0.476 ns.
- The clock period could shrink to 0.481 ns.
- The run gives the share of the cycle needed by the critical path after routing as 0.437.
- The run gives the worst hold slack as 0.374 ns.
- The timer found 25 register pins that no clock reaches; their paths are not timed.
- The run puts the relative slew slack at 0.683.

GRT:
- The run gives the global-route met1 utilization as 0.0694.
- The first global-routing pass estimated 5360 um of wire.
- The run puts the fraction of met3 tracks used by global routing at 0.00471.
- Per the GRT log, the top usage layer is met2.
- The run gives the maximum number of pins on one net before global-route repair as 26.
- Routing resource usage on met2 recorded by global route was 0.0793.
- The run gives the overall overflow remaining after global route as 0.
- The run gives the overall global routing resource usage as 0.0475.
- The run gives the number of antenna violations at the first check in global routing as 0.
- The run gives the number of global-route vias before repair as 1019.

Drt:
- The run gives the detailed-route vias per instance as 3.82.
- The run gives the wire length after detailed routing as 3110 um.
- In the log, the iteration count for the first detailed-route pass is 4.
- The detail route stage leaves a number of antenna-violating nets equal to 0.
- The routed design shows a wire length per standard cell of 11.7 um.
- TritonRoute reported its final design rule violation total as 0.
- The run gives the total number of vias as 1016.
- The run puts the iteration-0 DRC count of the detailed router at 82.
- The run puts the diode insertion count for antenna repair at 0.

Clock tree:
- After clock tree synthesis, the repair step resized 0 gates.
- The run gives the setup fix buffers added after clock tree synthesis as 0.
- The timing report gives the clock slew at the launch and capture registers of the worst setup and hold paths as 0 ns.
- The run puts the number of hold-repair buffers added at the cts stage at 0.
- Per the skew report, the later register of the worst-skew pair sees a clock latency of 0 ns.

Outcome:
- The run finished with clean final reports.

Flow run:
- The run reported a max-capacitance violation count of 0.
- Across all stage logs, warnings added up to 31.

Min path:
- The run gives the path class of the lowest-slack min-delay path as input port to asynchronous set/reset pin.
## cell type report
cell class	count	share of cell area
sequential	26	0.377
multi-input combinational	95	0.366
timing repair buffer	28	0.159
tap	108	0.0782
inverter	9	0.0196
## registers in the layout, summed over array words and instances, names as in the netlist
register and cells:
clk_25 1, vcount 11, blank 1, HS 1, VS 1, hcount 11
## layout by cell type (no fill, tap or decap), types with 3 or more instances in the layout
cell	n
sky130_fd_sc_hd__dfrtp_1	26
sky130_fd_sc_hd__clkdlybuf4s50_1	26
sky130_fd_sc_hd__nand3_1	11
sky130_fd_sc_hd__nand2_1	10
sky130_fd_sc_hd__inv_1	9
sky130_fd_sc_hd__nor2_1	9
sky130_fd_sc_hd__a21oi_1	7
sky130_fd_sc_hd__o21ai_1	5
sky130_fd_sc_hd__xnor2_1	5
sky130_fd_sc_hd__ha_1	5
sky130_fd_sc_hd__and2_1	4
sky130_fd_sc_hd__and4_1	3
sky130_fd_sc_hd__nand4_1	3
sky130_fd_sc_hd__mux2i_1	3
sky130_fd_sc_hd__nor3_1	3
sky130_fd_sc_hd__o21ai_0	3
## how the worst max path moves through the flow
| stage | start | endpoint |
|---|---|---|
| after CTS | rst | clk_25 |
| final | rst | clk_25 |
| after global routing | rst | clk_25 |
## through the flow
stage | setup WS [ns] | util | total power, uW
floorplan | 0.315 | - | 50.7
global placement | 0.624 | 0.195 | 63.5
detailed placement | 0.614 | 0.195 | 63.6
CTS | 0.614 | 0.195 | 63.6
global route | 0.599 | 0.195 | 66.4
finish | 0.619 | 0.195 | 61.2
## logic make-up (layout without fill, tap and decap cells)
logic type	count (synthesis)	after routing	share of synthesized area
flip-flops	26	26	0.488
adder cells (fa/ha/maj)	5	5	0.0469
multiplexers	4	4	0.0310
XOR/XNOR	7	7	0.0460
AND/OR/NAND/NOR	58	58	0.261
buffers and inverters	12	37	0.0366
AND-OR/OR-AND	21	21	0.0901
## layer usage
layer / wire length [um] / share of wire / vias to the layer above
met5: 0 / 0 / -
li1: - / - / 523
met4: 0 / 0 / 0
met1: 1520 / 0.49 / 479
met3: 86 / 0.028 / 0
met2: 1510 / 0.49 / 14
## power breakdown
group          switching, uW  leakage (uW)  internal [uW]
sequential                 0      0.000342           36.5
combinational           19.0      0.000333           5.67
clock                      0             0              0
total                   19.0      0.000676           42.2
Power figures rest on the tool's default switching activity, not on a simulated workload.
